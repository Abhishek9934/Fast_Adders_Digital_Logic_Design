$ cat /design/flow/constraint.sdc
current_design carryskip32_bit

set clk_period 25.0
set clk_io_pct 0.2

create_clock -name clk0 -period $clk_period

set non_clock_inputs [all_inputs -no_clocks]
set_input_delay [expr $clk_period * $clk_io_pct] -clock clk0 $non_clock_inputs
set_output_delay [expr $clk_period * $clk_io_pct] -clock clk0 [all_outputs]
$ cat /design/flow/design.v
`timescale 1ns / 1ps
module carryskip32_bit(a,b,cin,sum,cout);
input [31:0]a;
input [31:0]b;
input cin;
output cout;
output [31:0]sum;
wire [32:0]c;
assign c[0]=cin;
genvar i;
generate
for(i=0;i<32;i=i+4)
begin
carry_skip_4bit cs(.a(a[3+i:i]),.b(b[3+i:i]),.ci(c[i]),.co(c[i+4]),.s(sum[3+i:i])); 
end
endgenerate
assign cout =c[32];
endmodule
module carry_skip_4bit(a, b, ci, co, s);
input [3:0] a,b;
input ci;
output [3:0] s;
output co;
wire [3:0] p;
wire c0;
wire bp;
ripple_carry_4_bit rca1 (.a(a[3:0]), .b(b[3:0]), .cin(ci), .sum(s[3:0]), .cout(c0));
generate_p p1(a,b,p,bp);
mux2X1 m0(.in0(c0),.in1(ci),.sel(bp),.out(co));
endmodule
module generate_p(a,b,p,bp);
input [3:0] a,b;
output [3:0] p;
output bp;
assign p= a^b;
assign bp= &p;
endmodule
module ripple_carry_4_bit(a, b, cin, sum, cout);
input [3:0] a,b;
input cin;
wire c1,c2,c3;
output [3:0] sum;
output cout;
full_adder fa0(.a(a[0]), .b(b[0]),.cin(cin), .sum(sum[0]),.cout(c1));
full_adder fa1(.a(a[1]), .b(b[1]), .cin(c1), .sum(sum[1]),.cout(c2));
full_adder fa2(.a(a[2]), .b(b[2]), .cin(c2), .sum(sum[2]),.cout(c3));
full_adder fa3(.a(a[3]), .b(b[3]), .cin(c3), .sum(sum[3]),.cout(cout));
endmodule
module full_adder(a,b,cin,sum, cout);
input a,b,cin;
output sum, cout;
wire x,y,z;
half_adder h1(.a(a), .b(b), .sum(x), .cout(y));
half_adder h2(.a(x), .b(cin), .sum(sum), .cout(z));
or or_1(cout,z,y);
endmodule
module half_adder( a,b, sum, cout );
input a,b;
output sum, cout;
xor xor_1 (sum,a,b);
and and_1 (cout,a,b);
endmodule
module mux2X1( in0,in1,sel,out);
input in0,in1;
input sel;
output out;
assign out=(sel)?in1:in0;
endmodule
$ cat /design/flow/run.sh
#!/bin/bash
# OpenROAD 26Q1-2900-gdf79404cd8, Yosys 0.63+post, stock flow scripts
make -C /OpenROAD-flow-scripts/flow DESIGN_CONFIG=/design/flow/config.mk WORK_HOME=/design/flow/orfs finish
$ cat /design/flow/config.mk
export PLATFORM = sky130hd
export DESIGN_NAME = carryskip32_bit
export DESIGN_NICKNAME = carryskip32_bit
export VERILOG_FILES = /design/flow/design.v
export SDC_FILE = /design/flow/constraint.sdc
export NUM_CORES = 4
export LEC_CHECK = 1
export CORE_AREA = 10 10 83 83
export DIE_AREA = 0 0 93 93
==> run summary <==
Figures from the implementation reports.

- The final count of negative-setup-slack endpoints is 0.
- The total track usage reads 0.1048.
- In the hold timing report, the worst path depth is 3.
- The critical hold path startpoint reads a[0].
- Per STA, the library cell used most along the worst path is sky130_fd_sc_hd__buf_4.
- Across the whole layout, storage elements account for 0 um2.
- The mean area per synthesized cell is 11.25 um2.
- In the finished layout, the clock tree contains a buffer count of 0.
- The total power divided by cell area is approximately 25 nW/um2.
- The final cell area excluding filler cells reads 2718 um2.
- In this run the cell area of the synthesized design comes to 1485 um2.
- Counting the fill cells in the layout gives 477.
- The period utilization reads 0.9730.
- The routed length per placed instance reads around 14 um.
- The post-layout instance count excluding filler cells is 314.
- STA puts the critical path data required time at ~20 ns.
- The highest net fanout along the worst path reads 2.
- The cell taking the most area after synthesis is sky130_fd_sc_hd__fa_1.
- The capturing element type of the critical path is an output pin.
- The number of antenna-violating nets in the routed design is 0.
- The number of diodes added for antenna fixing reads 0.
- The longest individual stage delay on the worst path reads around 0.47 ns.
- The number of max-cap violations reads 0.
- Including well taps, the total number of placed cells is 277.
- The post-placement cell area is between 2000 and 2500 um2.
- The area fraction of the dominant cell type after synthesis is 0.4313.
- The number of antenna violations at the first check in global routing reads 0.
- The layout overhead on the synthesized area reads 82.98%.
- The kind of critical path reads input port to output pin.
- The total detailed-routing wirelength is 4.457 mm.
- The overall chip area is slightly below 9000 um2.
- The HPWL after detailed placement is about 3.6 mm.
- Setup repair after global routing left no endpoint under its margin.
- The instance count of the mapped netlist is ~130.
- The floorplan die width reads slightly above 90 um.
- The worst path arrival time is 19.33 ns.
- The run finished with clean final reports.
- The vertical die dimension reads ~93 um.
- Summed over all failing endpoints, the final setup total negative slack is 0 ns.
- The number of detailed-route iterations in the first pass reads 4.
- Per the STA report, the cell with the highest stage delay on the worst path is sky130_fd_sc_hd__clkdlybuf4s50_1.
- The number of global-route vias before repair was 1486.
- The leakage power reads 1.197 nW.
- The post-synthesis cell type count is 17.
- The largest vdd supply drop reads 9.200 uV.
- The row count reads 26.
- The final critical delay including setup and external delays reads between 20 and 25 ns.
- The final hold violation count is 0.
- Per the OpenROAD floorplan log, the area of the core is 5140 um2.
- The wire length of the first global-routing pass reads 7.362 mm.
- The final timing report lists a max-slew violation count of 0.
- Of the synthesized area, sequential elements account for 0.
- The class of the tightest hold or removal check is input port to output pin.
- For hold timing, the worst endpoint is sum[0].
- The routability congestion estimate reads approximately 0.74.
- In the finished design the tool counted flip-flops and latches totalling 0.
- The mean number of vias per cell is 3.981.
- The yosys stat cell total is 132.
- Measured against its own limit, the worst slew margin works out to 0.7098.
- The fmax reads 41.11 MHz.
- The worst-case hold slack reads around 11 ns.
- Input and output buffers added on the ports amount to 98.
- The actual slew at the worst max-slew pin is roughly 0.43 ns.
- The total via count in the routed design reads 1250.
- The share of post-route cells with drive strength above 1 is 0.2787.
- The synthesis report lists the most area-consuming cells as sky130_fd_sc_hd__fa_1 (43%), sky130_fd_sc_hd__ha_1 (27%), sky130_fd_sc_hd__buf_4 (16%).
- Yosys reports that the most numerous cell types are sky130_fd_sc_hd__buf_4 (32), sky130_fd_sc_hd__fa_1 (32), sky130_fd_sc_hd__ha_1 (32), sky130_fd_sc_hd__inv_1 (6), sky130_fd_sc_hd__nand4_1 (6).
- Summing internal, switching and leakage power gives 0.06682 mW.
- The global route stage reports its total congestion overflow as 0.
- The type of element launching the critical path reads an input port.
- The total number of yosys warnings reads 0.
- The area recorded from the Yosys report for this design is ~1500 um2.
- The count of hold buffers inserted by post-cts repair is 0.
- 98 I/O pins were placed.
- The number of warnings in the stage logs reads 64.
- Entering global routing, the biggest net connects 4 pins.
- The initial standard-cell utilization of the core is 0.2889.
- The number of DRC violations after detailed routing reads 0.
- After the first detailed-routing iteration, the DRC count stood at 21.
==> stage by stage <==
| stage | util | setup slack [ns] |
|---|---|---|
| 6_report | 0.5287 | 0.6749 |
| 4_1_cts | 0.5192 | 0.01952 |
| 3_5_place_dp | 0.4632 | -0.3428 |
| 5_1_grt | 0.5287 | 0.04330 |
| 2_1_floorplan | - | 1.157 |
| 3_3_place_gp | 0.4632 | -0.3517 |
==> routing by layer <==
metal  vias up  share of wire  GRT usage
met5         -              0          0
li1        613              -          -
met4         0              0          0
met1       580           0.46     0.1422
met2        57           0.46     0.1741
met3         0          0.075    0.03150
==> cell usage in the layout, fill, tap and decap left out, drive strengths merged <==
cell type | netlist | final
a211oi | 1 | 1
a21oi | 3 | 3
and4 | 2 | 2
buf | 32 | 46
clkdlybuf4s50 | 0 | 95
dlymetal6s2s | 0 | 3
fa | 32 | 32
ha | 32 | 32
inv | 6 | 6
mux2 | 2 | 2
mux2i | 1 | 1
nand2 | 5 | 5
nand2b | 1 | 1
nand4 | 6 | 6
nor2 | 3 | 3
nor2b | 1 | 1
nor3 | 2 | 2
o21ai | 2 | 2
o22a | 1 | 1
==> power breakdown <==
group	leakage [nW]	switching, mW	total [mW]	internal, mW
registers	0	0	0	0
logic	1.20	0.0198	0.0668	0.0470
clock network	0	0	0	0
total	1.20	0.0198	0.0668	0.0470
==> what timing repair did <==
| action | 4_1_cts | 5_1_grt |
|---|---|---|
| buffers inserted | 36 | 1 |
| pin swaps | 2 | 4 |
| setup endpoints to repair | 2 | 3 |
| resized | 7 | 17 |
==> critical path, delay by kind of cell <==
| kind | cells | cell delay (ns) |
|---|---|---|
| compound gates | 4 | 0.48 |
| fa+ha+maj | 28 | 10.22 |
| buf+inv | 25 | 2.71 |
| mux | 2 | 0.48 |
| simple gates | 5 | 0.44 |
==> worst max path at each step <==
stage,start,end
global route,cin,sum[31]
finish,cin,sum[31]
CTS,a[0],sum[31]
==> cell type report <==
class	count	area, um2	area share
inverter	6	22.52	0.008287
multi-input combinational	94	1274	0.4687
tap	70	87.58	0.03223
timing repair buffer	144	1334	0.4908
==> kinds of logic (layout without fill, tap and decap cells) <==
family,Yosys count,after routing,share of synthesized area
adders and majority gates,64,64,0.7009
buffers and inverters,38,150,0.1769
and+or+nand+nor,20,20,0.07246
AOI/OAI and AO/OA,7,7,0.02780
muxes,3,3,0.02190
Power and IR drop assume default switching activity.
