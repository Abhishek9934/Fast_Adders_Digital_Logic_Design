**flow/run.sh**
```bash
#!/bin/bash
# OpenROAD 26Q1-2900-gdf79404cd8, Yosys 0.63+post, stock flow scripts
make -C /OpenROAD-flow-scripts/flow DESIGN_CONFIG=/design/flow/config.mk WORK_HOME=/design/flow/orfs finish
```
**flow/config.mk**
```make
export PLATFORM = sky130hd
export DESIGN_NAME = lingadder32_bit
export DESIGN_NICKNAME = lingadder32_bit
export VERILOG_FILES = /design/flow/design.v
export SDC_FILE = /design/flow/constraint.sdc
export NUM_CORES = 4
export LEC_CHECK = 1
export CORE_AREA = 10 10 114 114
export DIE_AREA = 0 0 124 124
```
**flow/design.v**
```verilog
`timescale 1ns / 1ps
module ling(sum,cout,a,b,h0);
output [3:0] sum; 
output cout; 
input [3:0] a;
input [3:0] b; 
input h0; 
wire [3:0] t;
wire [3:0] g;
wire [4:1] h;
assign g[3:0]=a[3:0] & b[3:0];
assign t[3:0]=a[3:0] | b[3:0]; 
assign h[1]=g[0] | (h0&t[0]); 
assign h[2]=(g[1] | g[0] | (t[0]&h0));
assign h[3]=g[2] | g[1] | (g[0]&t[1]) | (t[0]&t[1]&h0);
assign h[4]=g[3] | g[2] | (g[1]&t[2]) | (g[0]&t[1]&t[2]) | (t[0]&t[1]&t[2]&h0);
assign cout=h[4] & t[3]; 
assign sum[0]=(t[0] ^ h[1]) | (h0 & t[0] & g[0]); 
assign sum[3:1]=(t[3:1] ^ h[4:2]) | (h[3:1] & t[2:0] & g[3:1]);
endmodule
module lingadder32_bit(a,b,cin,sum,cout);
input [31:0]a;
input [31:0]b;
input cin;
output cout;
output [31:0]sum;
wire [32:0]c;
assign c[0]=cin;
genvar i;
generate
for(i=0;i<32;i=i+4)
begin
ling la(.a(a[3+i:i]),.b(b[3+i:i]),.h0(c[i]),.cout(c[i+4]),.sum(sum[3+i:i])); 
end
endgenerate
assign cout =c[32];
endmodule
```
**flow/constraint.sdc**
```tcl
current_design lingadder32_bit

set clk_period 16.5
set clk_io_pct 0.2

create_clock -name clk0 -period $clk_period

set non_clock_inputs [all_inputs -no_clocks]
set_input_delay [expr $clk_period * $clk_io_pct] -clock clk0 $non_clock_inputs
set_output_delay [expr $clk_period * $clk_io_pct] -clock clk0 [all_outputs]
```
==> results.py <==
# Auto-generated metrics
metrics = {
    "timing": {
        "setup_viol": 0,
        "hold_viol_final": 0,
        "slew-limit-headroom": 0.8146,
        "period_minus_slack_ns": 15.77,
        "period_used_share": 0.9557,
        "tightestPinTransition_ns": 0.2765,
        "hold-worst-slack_ns": 7.596,
        "slew_violations": 0,
        "fmax_mhz": 63.42,
        "tns_ns": 0,
        "rsz0062_at_grt": "no",
    },
    "setup_path": {
        "cp_max_fo": 3,
        "path_class": "in -> out",
        "crit_path_max_incr_delay_ns": 0.44,
        "startpoint": "b[0]",
        "crit_arrival_ns": 12.47,
        "critPathSlowestCell": "clkdlybuf4s50_1",
        "crit_path_start_kind": "input port",
        "crit_top_cell": "maj3_2",
        "crit_path_end_kind": "output port",
        "crit_end": "sum[31]",
        "critPathRequiredTime_ns": 13.20,
    },
    "place": {
        "postPlaceCellArea_um2": 2577,
        "dpl.cell_count": 407,
        "place_hpwl_mm": 4.394,
        "io_buffers": 98,
        "place_congestion": 0.8594,
    },
    "global_routing": {
        "antenna_found_initial": 0,
        "grtUsageTotal": 0.05863,
        "grt_max_degree": 6,
        "grt_pass1_vias": 1602,
        "grt_pass1_wl_mm": 7.431,
        "grt_overflow": 0,
    },
    "finish": {
        "synthToLayoutAreaGrowth_pct": 80.70,
        "layout-drive-gt1-share": 0.1882,
        "layout_top_cells": "clkdlybuf4s50_1 (98), ha_1 (24), or2_2 (23), inv_1 (22), a21o_1 (22)",
        "layoutNonFillerInstCount": 407,
        "flop_area_um2": 0,
        "layout_top_cell": "clkdlybuf4s50_1",
        "clock_buffer_count": 0,
        "fin_area_um2": 2577,
        "fin_util": 0.2474,
        "flop-count": 0,
    },
    "power": {
        "p_per_area_nw_per_um2": 35.18,
        "leakage_nw": 1.123,
        "peakVddDrop_v": 0.00001480,
    },
    "yosys": {
        "yosysWarningCount": 0,
        "ys_seq_share": 0,
        "ys_types": 20,
        "syn_inst": 173,
        "avgSynthCellArea_um2": 8.245,
        "synth_area_um2": 1426,
        "yosys_area_um2": 1426,
        "yosys-stat-cells": 173,
    },
    "drt": {
        "detail_route.wl_per_cell_um": 11.80,
        "num_vias": 1565,
        "drc_errors": 0,
        "vias_per_cell": 3.845,
        "drtPass1Iterations": 2,
        "ant_nets": 0,
        "wirelength_mm": 4.801,
        "antenna-diode-count": 0,
        "drt_iter0_drc": 28,
    },
    "floorplanning": {
        "core_area_um2": 10420,
        "die_w_um": 124,
        "initial_core_util": 0.1369,
        "rows": 37,
        "die_area_um2": 15380,
        "ioPinCount": 98,
        "die_h_um": 124,
    },
    "clock_tree": {
        "post-cts-setup-buffers": 0,
        "ctsResizeCount": 0,
        "postCtsHoldBufs": 0,
    },
    "job": {
        "drv_cap": 0,
        "warnings": 32,
    },
    "status": {
        "status": "finished, final reports clean",
    },
    "min_path": {
        "hold_class": "in -> out",
    },
}
-- where the power goes --
part	internal [W]	switching (W)	leakage (nW)	total, W
sequential	0	0	0	0
clock	0	0	0	0
combinational	0.0000617	0.0000290	1.12	0.0000907
total	0.0000617	0.0000290	1.12	0.0000907
-- stage by stage --
step | power (W) | setup WS [ns]
6_report | 0.00009069 | 0.7316
5_1_grt | 0.0001028 | 0.3259
4_1_cts | 0.00009298 | 0.6826
3_5_place_dp | 0.00009186 | 0.7087
3_3_place_gp | 0.00009182 | 0.7622
2_1_floorplan | 0.00003502 | 1.924
-- critical path: cells and delay by family --
kind                       cells  cell delay (ns)
adders and majority gates     23             6.56
AOI/OAI and AO/OA             10             1.76
buffers and inverters          2             0.84
-- area by class of cell --
class,count,area (µm²)
repair buffers,98,980.9
fillers,1126,7839
inverters,22,82.58
well taps,136,170.2
multi-input cells,151,1344
-- per-layer routing --
| metal | GRT usage | part of all wire | routed length (µm) |
|---|---|---|---|
| met1 | 0.07393 | 0.46 | 2193 |
| met2 | 0.08344 | 0.33 | 1583 |
| met3 | 0.04454 | 0.21 | 1024 |
| met4 | 0 | 0 | 0 |
| met5 | 0 | 0 | 0 |
-- synthesized netlist by cell type --
cell type / count / area share
o21bai_1: 7 / 0.037
ha_1: 24 / 0.21
fa_1: 8 / 0.11
and2_1: 7 / 0.031
o31ai_1: 1 / 0.0053
nand2b_1: 4 / 0.018
maj3_2: 14 / 0.11
or2_2: 23 / 0.10
nand2_1: 8 / 0.021
o21ai_0: 7 / 0.025
o22a_1: 7 / 0.043
maj3_1: 1 / 0.0070
inv_1: 22 / 0.058
o21a_1: 1 / 0.0053
a21o_1: 22 / 0.12
nor2_1: 2 / 0.0053
a221oi_2: 1 / 0.011
a31o_2: 10 / 0.061
a211oi_1: 1 / 0.0053
a21o_2: 3 / 0.018
-- kinds of logic (layout without fill, tap and decap cells) --
| logic type | after synthesis | after routing | synth area share |
|---|---|---|---|
| adder cells (fa/ha/maj) | 47 | 47 | 0.4403 |
| AND/OR/NAND/NOR | 44 | 44 | 0.1754 |
| buffers and inverters | 22 | 120 | 0.05790 |
| AND-OR/OR-AND | 60 | 60 | 0.3263 |
-- worst min path at each step --
| stage | from | to | slack, ns | cells after the start |
|---|---|---|---|---|
| global route | b[5] | sum[5] | 7.66 | 4 |
| finish | b[5] | sum[5] | 7.60 | 4 |
| CTS | b[5] | sum[5] | 7.60 | 4 |
No activity file was given, so power comes from the tool's default toggle rates.
