===== config.mk =====
export PLATFORM = sky130hd
export DESIGN_NAME = carryselect_32_bit
export DESIGN_NICKNAME = carryselect_32_bit
export VERILOG_FILES = /design/flow/design.v
export SDC_FILE = /design/flow/constraint.sdc
export NUM_CORES = 4
export LEC_CHECK = 1
export CORE_AREA = 10 10 111 111
export DIE_AREA = 0 0 121 121

===== design.v =====
`timescale 1ns / 1ps
module fulladder
        (    a,b,cin,
           sum,carry
            );
            input  a;
            input b;
            input cin;
output sum;
output carry;            
assign sum = a ^ b ^ cin;
assign carry = (a & b) | (cin & b) | (a & cin);
endmodule
module multiplexer2
        (    i0,i1,sel,
             bitout
            );
input i0;
input i1;
input sel;
output reg bitout;
always@(i0,i1,sel)
begin
if(sel == 0)
    bitout = i0;
else
    bitout = i1; 
end
endmodule
module carryselect_32_bit (   a,b,
             cin,
           sum,
           cout
            );
            input [31:0] a;
            input [31:0] b;
            input cin;
            output [31:0] sum;
            output cout;
wire [31:0] temp0,temp1;
wire [32:0]carry0,carry1;
assign carry0[0]=0;
assign carry1[0]=1;
genvar i;
generate for(i=0;i<32;i=i+1)
begin
fulladder fa0(a[i],b[i],carry0[i],temp0[i],carry0[i+1]); 
fulladder fa1(a[i],b[i],carry1[i],temp1[i],carry1[i+1]);   
 multiplexer2 mux_sum(temp0[i],temp1[i],cin,sum[i]);
end
endgenerate
multiplexer2 mux_carry(carry0[32],carry1[32],cin,cout);
endmodule 

===== constraint.sdc =====
current_design carryselect_32_bit

set clk_period 9.3
set clk_io_pct 0.2

create_clock -name clk0 -period $clk_period

set non_clock_inputs [all_inputs -no_clocks]
set_input_delay [expr $clk_period * $clk_io_pct] -clock clk0 $non_clock_inputs
set_output_delay [expr $clk_period * $clk_io_pct] -clock clk0 [all_outputs]

===== run.sh =====
#!/bin/bash
# OpenROAD 26Q1-2900-gdf79404cd8, Yosys 0.63+post, stock flow scripts
make -C /OpenROAD-flow-scripts/flow DESIGN_CONFIG=/design/flow/config.mk WORK_HOME=/design/flow/orfs finish

==> flow_summary.yaml <==
# physical design summary
synth:
  synth.largest_area_cell: "ha_1"
  ys_chip_area_um2: 1860
  syn_area_um2: 1860
  yosys-top-cells-area: "ha_1, buf_4, xnor2_1, nor2_1, xor2_1"
  avgSynthCellArea_um2: 7.45
  ys_seq_share: 0
  yosysTopAreaCellShare: 0.222
  yosys_warnings: 1
  synthCells: 250
  synthTopCellsByCount: "ha_1, nor2_1, buf_4, xnor2_1, or2_2"
  ys_types: 45
  ys_cells: 250
sta:
  period_needed_ns: 6.57
  setup_tns_ns: 0
  min_period_over_period: 0.706
  drv_slew: 0
  rsz0062_at_grt: "no"
  fmax_mhz: 152
  tightestPinTransition_ns: 0.606
  final-hold-violation-count: 0
  slew-limit-headroom: 0.593
  setup_viol: 0
pwr:
  combPwrFrac: 1.000
  clock_power_share: 0
  total_power_w: 0.000195
  p_sw_frac: 0.364
  netSwitchingPower_w: 0.0000711
  power_frac_seq: 0
  p_int_w: 0.000124
  ir_worst_vdd_v: 0.0000291
  leakage_nw: 1.09
  p_per_area_nw_per_um2: 70.4
placed_design:
  hpwl_mm: 5.32
  place_congestion: 0.835
  io_buffers: 98
global_routing:
  grt_pass1_vias: 1910
  grt_max_degree: 7
  grt_pass1_wl_mm: 9.07
  antenna_found_initial: 0
  track_usage: 0.0730
  gr-total-overflow: 0
worst_setup_path:
  cp-end-kind: "output port"
  slowest_delay_ns: 0.51
  cp_cell_sequence: "clkdlybuf4s50_1 > inv_1 > ha_1 > nand2b_1 > a211o_1 > a211o_1 > and3_4 > o21ai_0 > a31oi_1 > xnor2_1 > clkdlybuf4s50_1"
  start_kind: "input pin"
  critPathSlowestCell: "clkdlybuf4s50_1"
  path_buffers: 3
  worstPathMaxFanout: 5
  crit_family: "AND-OR/OR-AND gates"
  arrival_ns: 4.71
  path_class: "input pin to output port"
  worstPathRequired_ns: 7.44
clock_network:
  cts-hold-fix-buffers: 0
  cts_setup_buffers: 0
  cts_resized: 0
finish:
  fill_cells: 1030
  ff_count: 0
  drive_above_1_share: 0.0823
  nClkBuffers: 0
  syn_to_final_growth_pct: 48.7
  regArea_um2: 0
die:
  pin_count: 98
  die_h_um: 121
  initCoreUtil: 0.189
  row_count: 36
  die_width_um: 121
  chipArea_um2: 14600
  core_area_um2: 9860
job:
  warning_count: 33
  max-cap-violations: 0
hold_path:
  hold_class: "input pin to output port"
routing:
  first_pass_iters: 4
  antennaDiodeCount: 0
  wl_per_cell_um: 12.9
  viasPerCell: 4.26
  num_vias: 1912
  drc: 0
  routed_wl_mm: 5.81
  drtAntennaViolNets: 0
  drt_iter0_markers: 47
status:
  status: "complete, no violations"
tightest hold or removal path, cell delays in order:
cell	delay [ns]
clkdlybuf4s50_1	0.52
xor2_1	0.08
clkdlybuf4s50_1	0.40
logic make-up after synthesis:
logic type               count (synthesis)  synth area share
buffers and inverters                   41             0.147
XOR/XNOR                                29             0.136
AND-OR/OR-AND                           63             0.268
adder cells (fa/ha/maj)                 33             0.222
AND/OR/NAND/NOR                         84             0.227
final timing paths:
check                 start  endpoint  slack [ns]  depth (start not counted)
worst max-delay path   a[0]   sum[26]        2.73                         11
worst min-delay path    cin    sum[0]        4.73                          3
cells in the final DEF, fill, tap and decap left out, types with 2 or more instances in the layout:
master           Yosys  final
ha_1                33     33
a21o_1               2      2
nand2_1              7      7
nand3b_1             3      3
inv_1                9      9
o21bai_1             4      4
a211o_1              4      4
o21a_1               2      2
or2_2               13     13
nor3_1              10     10
o22a_1               2      2
nand3_1              6      6
xor2_1              11     11
o21ai_0              6      6
o311ai_1             2      2
a31o_2               2      2
xnor2_1             18     18
o32a_1               3      3
a21oi_1             12     12
or3_1                3      3
nor2_1              33     33
o211a_1              2      2
a211oi_2             3      3
clkdlybuf4s50_1      0     98
and2_1               2      2
a31oi_1              3      3
o22ai_1              5      5
through the flow:
stage	std cells	util	setup slack [ns]	cell area, µm²	hold WS (ns)
5_1_grt	449	0.281	2.46	2770	4.75
3_5_place_dp	449	0.281	2.72	2770	4.74
4_1_cts	449	0.281	2.71	2770	4.74
6_report	449	0.281	2.73	2770	4.73
2_1_floorplan	250	-	3.75	1860	3.82
3_3_place_gp	449	0.281	2.70	2770	4.73
layer usage:
layer / vias up / wire length, µm / share of wire / GRT usage
li1: 1019 / - / - / -
met1: 821 / 2680 / 0.46 / 0.0989
met2: 70 / 2590 / 0.45 / 0.120
met3: 2 / 525 / 0.090 / 0.0194
met4: 0 / 14 / 0.0024 / 0.00151
met5: - / 0 / 0 / 0
power groups by stage:
stage                 sequential, W  clock, W  combinational (W)
final                             0         0           0.000195
after global routing              0         0           0.000216
after CTS                         0         0           0.000200
area by class of cell:
type                       count  area, µm²  share of cell area
multi-input combinational    209       1590               0.574
timing repair buffer          98        981               0.354
tap                          133        166              0.0601
inverter                       9       33.8              0.0122
Power and IR drop assume default switching activity.
